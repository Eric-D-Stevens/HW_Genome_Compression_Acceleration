==> ./design.v <==
`timescale 1ns / 1ps
module GeneLineDecompression(
    input [199:0] In,
    output [799:0] Out
    );
	OneByte2Four gd0 (In[7:0],Out[31:0]);
	OneByte2Four gd1 (In[15:8],Out[63:32]);
	OneByte2Four gd2 (In[23:16],Out[95:64]);
	OneByte2Four gd3 (In[31:24],Out[127:96]);
	OneByte2Four gd4 (In[39:32],Out[159:128]);
	OneByte2Four gd5 (In[47:40],Out[191:160]);
	OneByte2Four gd6 (In[55:48],Out[223:192]);
	OneByte2Four gd7 (In[63:56],Out[255:224]);
	OneByte2Four gd8 (In[71:64],Out[287:256]);
	OneByte2Four gd9 (In[79:72],Out[319:288]);
	OneByte2Four gd10 (In[87:80],Out[351:320]);
	OneByte2Four gd11 (In[95:88],Out[383:352]);
	OneByte2Four gd12 (In[103:96],Out[415:384]);
	OneByte2Four gd13 (In[111:104],Out[447:416]);
	OneByte2Four gd14 (In[119:112],Out[479:448]);
	OneByte2Four gd15 (In[127:120],Out[511:480]);
	OneByte2Four gd16 (In[135:128],Out[543:512]);
	OneByte2Four gd17 (In[143:136],Out[575:544]);
	OneByte2Four gd18 (In[151:144],Out[607:576]);
	OneByte2Four gd19 (In[159:152],Out[639:608]);
	OneByte2Four gd20 (In[167:160],Out[671:640]);
	OneByte2Four gd21 (In[175:168],Out[703:672]);
	OneByte2Four gd22 (In[183:176],Out[735:704]);
	OneByte2Four gd23 (In[191:184],Out[767:736]);
	OneByte2Four gd24 (In[199:192],Out[799:768]);
endmodule
`timescale 1ns / 1ps
module OneByte2Four(
    input [7:0] In,
    output [31:0] Out
    );
	TwoBit2Eight gb0(In[1:0],Out[7:0]);
	TwoBit2Eight gb1(In[3:2],Out[15:8]);
	TwoBit2Eight gb2(In[5:4],Out[23:16]);
	TwoBit2Eight gb3(In[7:6],Out[31:24]);
endmodule
`timescale 1ns / 1ps
module TwoBit2Eight(
    input [1:0] In,
    output [7:0] Out
    );
	 assign Out[7] = 0,  Out[6] = 1,  Out[5] = 0,  Out[4] = ((In[1])&(~In[0])), Out[3] = 0,  Out[2] = In[1],  Out[1] = In[0],  Out[0] = ~((In[1])&(~In[0]));
endmodule
==> ./run.sh <==
#!/bin/bash
# OpenROAD 26Q1-2900-gdf79404cd8, Yosys 0.63+post, stock flow scripts
make -C /OpenROAD-flow-scripts/flow DESIGN_CONFIG=/design/flow/config.mk WORK_HOME=/design/flow/orfs finish
==> ./config.mk <==
export PLATFORM = sky130hd
export DESIGN_NAME = GeneLineDecompression
export DESIGN_NICKNAME = GeneLineDecompression
export VERILOG_FILES = /design/flow/design.v
export SDC_FILE = /design/flow/constraint.sdc
export NUM_CORES = 4
export LEC_CHECK = 1
export CORE_AREA = 10 10 385 385
export DIE_AREA = 0 0 395 395
==> ./constraint.sdc <==
current_design GeneLineDecompression

set clk_period 1.0
set clk_io_pct 0.2

create_clock -name clk0 -period $clk_period

set non_clock_inputs [all_inputs -no_clocks]
set_input_delay [expr $clk_period * $clk_io_pct] -clock clk0 $non_clock_inputs
set_output_delay [expr $clk_period * $clk_io_pct] -clock clk0 [all_outputs]
==> flow_metrics.py <==
# Metrics from the implementation run
metrics = {
    "status": {
        "run_status": "completed",
    },
    "pwr": {
        "ir_drop_uv": 135,
        "leakagePower_nw": 5.19,
        "power_density_mw_per_mm2": 250,
    },
    "drt": {
        "vias": 5409,
        "drtIter0Drc": 122,
        "drc": 0,
        "first_pass_iters": 4,
        "ant_nets": 0,
        "wl_um": 49600,
        "vias_per_cell": 1.73,
        "wl_per_cell_um": 15.8,
    },
    "placed_design": {
        "hpwl_um": 48200,
        "io_buffers": 600,
        "placedCellCount": 3128,
        "place_ws_ns": -1.06,
        "gp_congestion": 0.929,
    },
    "sta": {
        "finalCritPeriodShare_pct": 99.3,
        "maxSlewViolCount": 0,
        "max_freq_mhz": 1010,
        "setup_viol_count_final": 0,
        "period_minus_slack_ns": 0.993,
        "finalHoldViolations": 0,
        "worst_slack_ns": 0.00708,
    },
    "setup_path": {
        "worst_setup_path_end_kind": "output pin",
        "crit_buf_inv": 2,
        "critPathRequiredTime_ns": 0.80,
        "cp_slowest_cell": "clkdlybuf4s50_1",
        "crit_arrival_ns": 0.79,
        "cp-start-kind": "primary input",
        "worstSetupPathType": "in -> out",
        "path_cells": "buf_6, clkdlybuf4s50_1",
        "critical-path-max-stage-delay_ns": 0.51,
        "crit_family": "buffers and inverters",
        "critPathMaxFanout": 3,
    },
    "logic_synthesis": {
        "yosysWarnings": 0,
        "synth_area_mm2": 0.00576,
        "yosys-top-cells-area": "buf_4, nand2b_1, nor2b_1, conb_1",
        "ys_cells": 802,
        "synth.distinct_cells": 4,
        "yosys_area_mm2": 0.00576,
        "synth_cells": 802,
        "yosysTopAreaCell": "buf_4",
        "syn_area_per_cell_um2": 7.19,
        "ys_seq_share_pct": 0,
        "top_cell_area_share_pct": 78.2,
    },
    "layout": {
        "stdcell_count": 3132,
        "syn2layout_area_growth_pct": 92.8,
        "drive_gt1_share_pct": 24.2,
        "clkbuf_count": 0,
        "finish.utilization_pct": 7.96,
        "fillers": 16558,
        "seq_area_um2": 0,
        "layout_top_cell": "conb_1",
        "seq_cells": 0,
        "final_cell_mix": "conb_1, dlygate4sd2_1, nor2b_1, nand2b_1, buf_4",
    },
    "global_route": {
        "grt_max_degree": 4,
        "antenna_found_initial": 56,
        "grt_use_total_pct": 5.87,
        "grt_pass1_wl_um": 61000,
        "first_global_vias": 5732,
        "grt.overflow.total": 0,
    },
    "hold_path": {
        "hold_path_class": "in -> out",
        "whs_path_depth": 2,
        "hold_start": "In[157]",
        "holdPathEnd": "Out[626]",
    },
    "floorplan": {
        "pin_count": 1000,
        "die_w_um": 395,
        "design.die.area_mm2": 0.156,
        "core.rowCount": 137,
        "core_mm2": 0.140,
        "dieHeight_um": 395,
        "initial_core_util_pct": 4.13,
    },
    "run": {
        "warnings": 33,
        "maxCapViolCount": 0,
    },
}
-- what timing repair did --
item	CTS	global route
hold buffers	0	0
setup endpoints to repair	400	43
buffers inserted	3	0
resized	1239	52
-- cell type report --
type,instances,area (µm²),area share [%]
multi-input combinational,600,2970,26.7
antenna,9,22.5,0.203
tap,1876,2350,21.1
timing repair buffer,647,5770,52.0
-- power by group --
group,total [W],internal [W],switching [W]
Clock,0.000000000959,0.000000000959,0
Sequential,0,0,0
Combinational,0.00277,0.00179,0.000988
Total,0.00277,0.00179,0.000988
-- how the worst max path moves through the flow --
stage	from	end	slack (ns)	cells past startpoint
4_1_cts	In[29]	Out[112]	-0.05	5
5_1_grt	In[82]	Out[329]	-0.002	2
6_report	In[121]	Out[482]	0.007	2
-- kinds of logic after synthesis --
logic type,after synthesis,share of synthesized area (%)
buffers and inverters,600,78.2
AND/OR/NAND/NOR,200,21.7
other,2,0.130
-- through the flow --
stage	power [W]	TNS (ns)	hold slack (ns)	area, µm²
5_1_grt	0.00308	-0.00215	0.617	11100
4_1_cts	0.00293	-0.0508	0.665	11100
3_3_place_gp	0.00346	-197.31	1.15	11600
2_1_floorplan	0.00179	0	0.413	7260
3_5_place_dp	0.00345	-198.66	1.15	11600
6_report	0.00277	0	0.604	11100
-- synth_stat cells, drive strengths merged --
master    n
buf     600
nand2b  100
nor2b   100
conb      2
-- routing by layer --
layer	global-route usage, %	wire length [µm]	vias up
li1	-	-	2315
met1	4.50	13100	2330
met2	11.3	26200	576
met3	5.20	9320	120
met4	0.0996	513	68
met5	0	471	-
Power is estimated from default activity; no workload was simulated.
